**flow/run.sh**
```bash
#!/bin/bash
# OpenROAD 26Q1-2900-gdf79404cd8, Yosys 0.63+post, stock flow scripts
make -C /OpenROAD-flow-scripts/flow DESIGN_CONFIG=/design/flow/config.mk WORK_HOME=/design/flow/orfs finish
```
**flow/config.mk**
```make
export PLATFORM = sky130hd
export DESIGN_NAME = execute
export DESIGN_NICKNAME = execute
export VERILOG_FILES = /design/flow/design.v
export SDC_FILE = /design/flow/constraint.sdc
export NUM_CORES = 4
export LEC_CHECK = 1
export CORE_UTILIZATION = 50
```
**flow/design.v**
```verilog
module alu(
  input [6:0] opcode_in,
  input [2:0] funct3,
  input [6:0] funct7,
  input [31:0] rs1_value_in,
  input [31:0] rs2_value_in,
  input [31:0] imm_value_in,
  output wire non_zero_out,
  output reg [31:0] result_out
  );
  reg [31:0] src1;
  reg [31:0] src2;
  wire src1_sign;
  wire src2_sign;
  wire [4:0] shift;
  wire [31:0] srl_sra;
  wire [32:0] add_sub;
  wire sub_or_sra;
  assign sub_or_sra = (funct7 == 7'h20 || imm_value_in[11:5] == 7'h20)? 1'b0 : 1'b1;
  wire carry;
  wire sign;
  wire ovf;
  wire lt;
  wire ltu;
  always @* begin  
        case (opcode_in)
            7'b0110011:  begin
                      src1 = rs1_value_in;
                      src2 = rs2_value_in;
                      end
            7'b0010011, 7'b0000011, 7'b0100011: begin
                                      src1 = rs1_value_in;
                                      src2 = imm_value_in;
                                      end
        endcase
  end
  assign src1_sign = src1[31];
  assign src2_sign = src2[31];
  assign shift = src2[4:0];
  assign add_sub = sub_or_sra ? src1 + src2 : src1 - src2;
  assign srl_sra = (opcode_in == 7'b0110011)? ($signed({sub_or_sra ? 1'b1 : src1_sign , src1}) >>> src2) : ($signed({sub_or_sra ? 1'b1 : src1_sign , src1}) >>> shift);
  assign carry = add_sub[32];
  assign sign  = add_sub[31];
  assign ovf   = (!src1_sign && src2_sign && sign) || (src1_sign && !src2_sign && !sign);
  assign lt  = sign != ovf;
  assign ltu = carry;
    always @* begin
      case (opcode_in)
        7'b0110011:
          case (funct3)
            3'b000: result_out = add_sub[31:0];  
            3'b100: result_out = src1 ^ src2;    
            3'b110: result_out = src1 | src2;    
            3'b111: result_out = src1 & src2;    
            3'b001: result_out = src1 << src2;   
            3'b101: result_out = srl_sra;        
            3'b010: result_out = {31'b0, lt};    
            3'b011: result_out = {31'b0, ltu};   
          endcase
        7'b0010011:
          case (funct3)
            3'b000: result_out = add_sub[31:0];  
            3'b100: result_out = src1 ^ src2;    
            3'b110: result_out = src1 | src2;    
            3'b111: result_out = src1 & src2;    
            3'b001: result_out = src1 << src2;   
            3'b101: result_out = srl_sra;        
            3'b010: result_out = {31'b0, lt};    
            3'b011: result_out = {31'b0, ltu};   
          endcase
        7'b0000011 , 7'b0100011:
              result_out = add_sub[31:0];  
      endcase
    end
    assign non_zero_out = |result_out;
endmodule
module branch_pc (
    input [6:0] opcode,
    input [31:0] pc_in,
    input funct3,
    input [31:0] rs1_value_in,
    input [31:0] rs2_value_in,
    input [31:0] imm_value_in,
    output reg [31:0] pc_out,
    output reg branch_mispredicted_out
);
    reg branch;
    reg b;
    assign b = 0;
    always @(*) begin
      branch_mispredicted_out = b;
      branch = 0;
      if (opcode == 7'b1100011) begin
        case(funct3)
          000: branch = (rs1_value_in == rs2_value_in) ? 1 : 0;       
          001: branch = (rs1_value_in != rs2_value_in) ? 1 : 0;       
          100: branch = (rs1_value_in < rs2_value_in) ? 1 : 0;        
          101: branch = (rs1_value_in >= rs2_value_in) ? 1 : 0;       
          110: branch = (rs1_value_in < rs2_value_in) ? 1 : 0;        
          111: branch = (rs1_value_in >= rs2_value_in) ? 1 : 0;       
          default:       branch = 0;
        endcase
      end
      if (branch == 1 || opcode == 7'b1101111 ) begin pc_out = pc_in + imm_value_in;
                                                            branch_mispredicted_out = 1;
                                                    end
      if (opcode == 7'b1100111) begin
                                        pc_out = rs1_value_in + imm_value_in;
                                        branch_mispredicted_out = 1;
                                        end
    end
endmodule
module execute(
  input req,
  input stall_in,
  input [6:0] alu_opcode_in,
  input [2:0] alu_funct3,
  input [6:0] alu_funct7,
  input [31:0] rs1_value_in,
  input [31:0] rs2_value_in,
  input [31:0] imm_value_in,
  input [31:0] pc_co_in,
  input  reg [4:0] rd_in,
  output reg rd_write,
  output reg [4:0] rd_out,
  output reg alu_non_zero_out,
  output reg [31:0] result_out,
  output reg [31:0] lsu_out,
  output reg [31:0] branch_pc_out,
  output reg branch_mispredicted_out
  );
  reg [31:0] rs1_value;  
  reg [31:0] rs2_value;  
  reg alu_non_zero;
  reg [31:0] alu_result;
  alu alu(
    .opcode_in(alu_opcode_in),
    .funct3(alu_funct3),
    .funct7(alu_funct7),
    .rs1_value_in(rs1_value_in),
    .rs2_value_in(rs2_value_in),
    .imm_value_in(imm_value_in),
    .non_zero_out(alu_non_zero),
    .result_out(alu_result)
    );
    reg [31:0] branch_pc;
    branch_pc branch (
        .opcode(alu_opcode_in),
        .pc_in(pc_co_in),
        .funct3(alu_funct3),
        .rs1_value_in(rs1_value_in),
        .rs2_value_in(rs2_value_in),
        .imm_value_in(imm_value_in),
        .pc_out(branch_pc_out),
        .branch_mispredicted_out(branch_mispredicted_out)
    );
    always @ ( * ) begin
          if (alu_opcode_in == 7'b0000011 || alu_opcode_in == 7'b0100011)
          lsu_out = alu_result;
    end
   always @(posedge req) begin
      if(!stall_in) begin
      rd_write <= 1'b0;
      result_out <= alu_result;
      rd_out <= rd_in;
      alu_non_zero_out <= alu_non_zero;
      end
    end
endmodule
```
**flow/constraint.sdc**
```tcl
current_design execute

set clk_period 2.0
set clk_io_pct 0.2

create_clock -name clk0 -period $clk_period [get_ports {req}]

set non_clock_inputs [all_inputs -no_clocks]
set_input_delay [expr $clk_period * $clk_io_pct] -clock clk0 $non_clock_inputs
set_output_delay [expr $clk_period * $clk_io_pct] -clock clk0 [all_outputs]
```
==> COMMIT_EDITMSG <==
Update PnR metrics after Yosys + OpenROAD run

* Global-route wire length before repair: 82.52 mm
- In this run the mean area of a mapped cell was 8.444 µm².
- Met3 usage: 7.830%
- 256 I/O pins were placed.
- Synth-to-layout area growth: 24.42%
- Looking at the max-slew report, the worst-margin pin has a slew of 0.9306 ns.
* Worst-case setup margin in the final layout: -0.4510 ns
- Outcome: complete, but fails checks
- Before any placement, the netlist area is recorded as 14,670 µm².
- Count of warnings emitted by yosys: 5
- Overall routing resource usage recorded by global route was 37.28%.
- met2 track demand over resource after global routing is 54.43%.
- Post-synth the commonest register cell is sky130_fd_sc_hd__dlxtn_1.
* Core box area: 28,780 µm²
- The flow reported a cell area power density of 356.1 nW/µm².
* Minimum clock period after layout: 2.451 ns
* Total Negative Setup Slacks: -0.4510 ns
- Antenna violations before repair: 0
- Dividing the detail-routed via count by the number of cells gives 6.238.
* Critical Path End Type: output pin
* Via count of the first global-routing pass: 14,020
- The wire-length estimate of the detail-placed layout is 42.69 mm.
- Inserted Clock Buffers: 5
- Among all stages on the critical path, the largest delay is contributed by sky130_fd_sc_hd__or3_1.
- Total power draw: 6.499 mW
* GR met1 Demand/Resource: 54.01%
- 257 endpoints have no timing constraint.
* Fraction of synthesized cell area taken by the top area cell type: 13.09%
- Reg clk slew, reported paths: 0.06 ns
- From bottom edge to top edge, the die measures 173.3 µm.
* Share of final-layout standard cells stronger than drive strength 1: 15.18%
- The OpenROAD report gives the critical path a required time of 1.60 ns.
- Counting flops with a built-in enable in the synthesized netlist gives 38.
- FFs w/ async S/R, synth: 0%
* Critical path start-end classification: in2out
* Rows: 62
* Diode insertion count for antenna repair: 0
- Launching element type of the critical path: input pin
- Leak pwr: 7.732 nW
* Post-synth regs: 198
- Count of instantiated cells in the yosys netlist: 1,737
- Headroom to the max-slew limit: 37.89%
* Routed WL per cell: 23.14 µm
- The chip occupies 30,020 µm².
- Worst Path Arrival: 2.05 ns
- Vias after detailed routing: 14,770
- The final timing report counts setup violations totalling 1.
- Final-layout worst hold slack: 0.6687 ns
* Floorplan utilization: 50.97%
- DRT iter0 DRCs: 1,326
* Area of the synthesized netlist per yosys stat: 14,670 µm²
- On the worst path, the slowest cell contributes a delay of 0.41 ns.
- No sink is reached through more buffers than the 2 on the longest clock path.
- The H-tree was split into 2 levels.
* IR Drop Worst-Case VDD: 0.2682 mV
* Quantity of hold-fixing buffers added after cts: 0
- Drt drc: 0
- Setup repair after global routing could not meet its margin everywhere.
- Dividing the final minimum period by the clock period gives 122.6%.
- Entering global routing, the biggest net connects 99 pins.
- Number of pins with negative max-slew slack in the final report: 0
* Routability congestion estimate: 1.073
- The synthesized design spends more area on one cell type than any other, namely sky130_fd_sc_hd__dlxtn_1.
- Final wirelength: 54.77 mm
- For this run, the top clock speed supported by timing is 408.0 MHz.
* Class of the tightest hold or removal check: in2reg
* Final hold violations: 0
* Horizontal die dimension: 173.3 µm
- The root buffer cell chosen for the clock tree is sky130_fd_sc_hd__clkbuf_16.
- The synthesized netlist contains 77 unique library cells.
* Iteration tally of the first detailed-router pass: 6
- Across all stage logs, warnings added up to 63.
- The timer found 160 register pins that no clock reaches; their paths are not timed.
- Looking at the critical path, the highest net fanout was 2.
* Biggest area contributors in the synthesized netlist: sky130_fd_sc_hd__dlxtn_1 13%, sky130_fd_sc_hd__ha_1 11%, sky130_fd_sc_hd__mux4_2 7.8%
- Mapped Cells: 1,737
- Port-buffer cells: 254
* Most utilized layer in the global route result: met2
- Leftover overflow at the end of global routing: 0
- The report lists the cells along the critical path as clkdlybuf4s15_2 -> xor2_2 -> nor4_2 -> nand4_1 -> or3_1 -> a21oi_2 -> o21a_1 -> buf_2.
- Tally of nets with antenna violations remaining after routing: 0
- Failing checks: setup timing
- Max-cap violations in this run came to 0.
- CTS tree: built
-- per-stage QoR --
step | cells | setup slack [ns] | utilization (%) | area (µm²)
final | 2367 | -0.4510 | 63.41 | 18250
after global routing | 2367 | -0.5322 | 63.41 | 18250
after CTS | 2365 | -0.4472 | 63.41 | 18250
after detailed placement | 2357 | -1.278 | 62.25 | 17920
after global placement | 2357 | -1.266 | 62.25 | 17920
after floorplan | 1737 | 0.09760 | - | 14670
-- cells in the mapped netlist, types with 21 or more instances --
| cell | count |
|---|---|
| sky130_fd_sc_hd__mux2_2 | 77 |
| sky130_fd_sc_hd__nor4_1 | 31 |
| sky130_fd_sc_hd__mux4_2 | 51 |
| sky130_fd_sc_hd__o21ai_0 | 119 |
| sky130_fd_sc_hd__clkbuf_1 | 68 |
| sky130_fd_sc_hd__dlxtn_1 | 128 |
| sky130_fd_sc_hd__o211ai_1 | 21 |
| sky130_fd_sc_hd__nand3_1 | 23 |
| sky130_fd_sc_hd__dlxtp_1 | 32 |
| sky130_fd_sc_hd__edfxtp_1 | 38 |
| sky130_fd_sc_hd__xnor2_1 | 59 |
| sky130_fd_sc_hd__inv_1 | 94 |
| sky130_fd_sc_hd__nand2_1 | 149 |
| sky130_fd_sc_hd__nor3_1 | 35 |
| sky130_fd_sc_hd__a21oi_1 | 116 |
| sky130_fd_sc_hd__nor2_1 | 123 |
| sky130_fd_sc_hd__mux2i_1 | 60 |
| sky130_fd_sc_hd__a21o_1 | 25 |
| sky130_fd_sc_hd__a211oi_1 | 37 |
| sky130_fd_sc_hd__ha_1 | 130 |
| sky130_fd_sc_hd__xor2_1 | 52 |
-- cell type report --
| cell class | instances | area, µm² |
|---|---|---|
| timing repair buffer | 329 | 3004 |
| clock inverter | 3 | 68.82 |
| inverter | 96 | 360.3 |
| sequential | 198 | 3550 |
| fill | 2383 | 10530 |
| tap | 384 | 480.5 |
| multi-input combinational | 1352 | 10660 |
| clock buffer | 5 | 125.1 |
-- final timing paths --
check | cells after the start | slack, ns | startpoint | end
min | 1 | 0.67 | rd_in[0] | rd_out[0]
max | 8 | -0.45 | rs2_value_in[22] | branch_mispredicted_out
-- worst max-delay path: cells and delay by family --
kind	cells	cell delay, ns
buffers and inverters	2	0.30
xor gates and xnor gates	1	0.19
and+or+nand+nor	3	0.89
AOI/OAI and AO/OA	2	0.27
-- timing repair --
| item | in CTS | in global routing |
|---|---|---|
| pin swaps | 34 | 15 |
| gates resized | 185 | 20 |
| buffers inserted | 0 | 2 |
| endpoints found under the setup margin | 1 | 1 |
-- cells by family (layout without fill, tap and decap cells) --
family                   count (synthesis)  count (layout)  synth area share (%)
AND-OR/OR-AND                          469             469                 20.70
multiplexers                           188             188                 17.84
flip-flops                              38              38                 7.780
AND/OR/NAND/NOR                        451             451                 14.43
latches                                160             160                 16.37
buffers and inverters                  187             433                 4.854
adder cells (fa/ha/maj)                132             132                 11.36
XOR/XNOR                               111             111                 6.628
other                                    1               1               0.02557
-- layout by cell type (no fill, tap or decap), drive strengths merged, types with 60 or more instances in the layout --
| master | n |
|---|---|
| mux2 | 77 |
| clkdlybuf4s50 | 188 |
| dlxtn | 128 |
| nand2 | 149 |
| ha | 130 |
| nor2 | 123 |
| o21ai | 122 |
| mux2i | 60 |
| buf | 94 |
| a21oi | 116 |
| inv | 95 |
-- per-layer routing --
layer | wire [µm] | part of all wire, %
met1 | 22200 | 41
met5 | 0 | 0
met4 | 3172 | 5.8
met3 | 5857 | 11
met2 | 23540 | 43
-- flip-flops by register name, indices dropped and copies added, names as in the netlist --
signal            flops
result_out           32
rd_out                5
alu_non_zero_out      1
alu.src2             32
alu.result_out       32
lsu_out              32
branch.pc_out        32
alu.src1             32
-- power breakdown --
| part | switching, mW | internal, mW |
|---|---|---|
| Clock | 0.304 | 0.716 |
| Sequential | 0.330 | 1.38 |
| Combinational | 1.93 | 1.84 |
Power is estimated from default activity; no workload was simulated.
