[design/flow/design.v]
module fetch(
input req,
input reset,
input instr_rvalid_in,
input gnt_in,
input [31:0] instr_rdata_in,
input branch_mispredicted_in,  
input [31:0] pc_in,
output reg instr_req_out,
output reg [31:0] instr_addr_out,
output reg instr_read_out,
output reg [31:0] instr_out,
output reg [31:0] pc_out
);
reg [31:0] next_pc;
wire [31:0] pc;
assign pc = branch_mispredicted_in ? pc_in : next_pc;
always @ (*) begin
  if (!reset) begin
    instr_addr_out = pc;
  end
  else if (!gnt_in) begin
    instr_addr_out = 32'bx;
  end
end
assign instr_read_out = instr_rvalid_in;
always_ff @ (posedge req) begin
  if (instr_rvalid_in)begin
    instr_out <= instr_rdata_in;
    next_pc <= pc + 1'b1;
    pc_out <= pc;
  end
  if (reset)  begin
    next_pc <= 0;
    instr_out <= 32'bx;
    pc_out <= 32'bx;
  end
  if (!reset) begin
    instr_req_out <= 1;
  end
  else if (!gnt_in) begin
    instr_req_out <= 0;
  end
end
endmodule
[design/flow/run.sh]
#!/bin/bash
# OpenROAD 26Q1-2900-gdf79404cd8, Yosys 0.63+post, stock flow scripts
make -C /OpenROAD-flow-scripts/flow DESIGN_CONFIG=/design/flow/config.mk WORK_HOME=/design/flow/orfs finish
[design/flow/config.mk]
export PLATFORM = sky130hd
export DESIGN_NAME = fetch
export DESIGN_NICKNAME = fetch
export VERILOG_FILES = /design/flow/design.v
export SDC_FILE = /design/flow/constraint.sdc
export NUM_CORES = 4
export LEC_CHECK = 1
export CORE_UTILIZATION = 50
[design/flow/constraint.sdc]
current_design fetch

set clk_period 5.1
set clk_io_pct 0.2

create_clock -name clk0 -period $clk_period [get_ports {req}]

set non_clock_inputs [all_inputs -no_clocks]
set_input_delay [expr $clk_period * $clk_io_pct] -clock clk0 $non_clock_inputs
set_output_delay [expr $clk_period * $clk_io_pct] -clock clk0 [all_outputs]
==> ci_impl_report.md <==
## Synthesis and layout report

| Metric | Value |
|---|---|
| Cell accounting for the most synthesized area | edfxtp_1 |
| Metal3 WL | between 1000 and 1500 microns |
| Maximum clock path buffer count | 2 |
| Io pins | between 150 and 200 |
| Tool warning count | 26 |
| DP HPWL | 9335 microns |
| DRC | 0 |
| Syn Area/Cell | 11.90 sq um |
| Async S/R FF share, synth | 0% |
| Grt total ovfl | 0 |
| CP Capture Type | register |
| Register area | just over 3000 sq um |
| DP Cell Count | 713 |
| Reg clk slew, reported paths | about 0.090 ns |
| Worst setup path startpoint | branch_mispredicted_in |
| Dominant register cell | edfxtp_1 |
| Pin count of the biggest net entering global routing | ~64 |
| Cts hold-fix bufs | 0 |
| Final hold viol count | 0 |
| Row count | 36 |
| Tally of filler cells in the layout | between 600 and 700 |
| Slew Viols, Final | 0 |
| Core area | between 9000 and 10000 sq um |
| Crit-path leading delay family | simple AND/OR/NAND/NOR gates |
| Register pins left without a clock | 32 |
| Routed WL | ~12000 microns |
| Worst EP arrival | roughly 3.6 ns |
| Finished Cell Area | roughly 7000 sq um |
| R2R Path Start | next_pc[0] |
| Die Width | around 100 microns |
| Worst Hold Class | register to register |
| Antenna Cells | 0 |
| Placed instance area | 6828 sq um |
| GPL Wtd Cong | ~0.9 |
| Final core utilization | a little under three quarters |
| Critical Path Source Type | primary input |
| Most frequent cells in the layout | clkdlybuf4s50_1 (165), edfxtp_1 (64), nand2_1 (40) |
| # Cells Yosys | between 400 and 500 |
| Yosys warns | 2 |
| First-pass GRT wire length | ~19000 microns |
| RSZ-0062 raised after global routing | no |
| Crit path cell chain | buf_2, buf_4, nand3_1, a22oi_2, nand3_2, or3_1, a221o_1 |
| Pwr/cell area | 245.8 nW/um^2 |
| Share of cells above drive strength 1 | a little under 9% |
| Status | finished, final reports clean |
| Antenna violations before repair | 0 |
| Layout area overhead | 39.42% |
| Top cell area share | around two fifths |
| Core Util at FP | between 50% and 60% |
| Iter 0 DRT Violations | approximately 200 |
| I/O Buffers | approximately 170 |
| Top cells, area | edfxtp_1 (38%), dfxtp_1 (13%), dlxtn_1 (9.5%) |
| Crit Path Max Fanout | 63 |
| Latency at later pin | around 0.36 ns |
| Num CTS Buffers | 9 |
| Setup Fix Bufs, Post-CTS | 0 |
| Overall power | approximately 1.7 mW |
| Vias per cell | 5.471 |
| Die Size | 10470 sq um |
| Crit path buf inv count | 2 |
| Root buf cell | clkbuf_8 |
| Setup_tns | 0 ns |
| Logic area | between 1500 and 2000 sq um |
| Yosys cell types | 59 |
| Max-cap violations | 0 |
| Critical path class | primary input to register |
| Setup-failing EPs final | 0 |
| Worst vdd rail ir drop | around 0.2 mV |
| Crit path DRT | 5.36 ns |
| Leak pwr | approximately 2.7 nW |
| Post-CTS sizing | 0 |
| Vias | between 3000 and 4000 |
| Met2 wire length | roughly 5400 microns |
| Fin crit period | 3.344 ns |
| Most numerous logic cell after layout | clkdlybuf4s50_1 |
| Setup Skew | around 0.0074 ns |
| CTS H-tree depth | 3 |
| Hold Crit Start | instr_req_out |
| Cells after Synth | 423 |
| GRT Total Usage | around a quarter |
| EDFF count, synth | 64 |
| Slowest cell on the critical path | buf_4 |
| WL met1 | 5497 microns |
| Rel. slew slack | a little over half |
| Slowest stage delay, CP | 0.58 ns |
| Measured slew at the worst slew-check pin | a little over 0.7 ns |
| Yosys stat chip area | 5034 sq um |
| Final antenna-violating net count | 0 |
| Die Y | about 100 microns |
| Endpoints left unconstrained | roughly 64 |
| #FFs+latches synth | between 100 and 150 |
| 1st-pass router iterations | 5 |
| CTS tree | done |
| Avg WL per Cell | about 17 microns |
| Vias in the first global route | 3670 |
| Fin crit share | around two thirds |
| Highest routed metal layer | met4 |
| Syn Std Cell Area | 5034 sq um |
| Post-Layout Cell Count | 729 |
| Fmax | ~300 MHz |
==> power by group <==
part / total (mW) / switching (mW) / internal (mW)
logic: 0.292 / 0.112 / 0.180
clock network: 0.474 / 0.267 / 0.207
registers: 0.959 / 0.0306 / 0.928
==> registers in the layout, summed over array words and instances (netlist names) <==
name / flops
next_pc: 32
instr_req_out: 1
instr_out: 32
pc_out: 32
instr_addr_out: 32
==> area by class of cell <==
class,count,share of cell area [%]
clock inverter,5,0.5527
multi-input combinational,261,25.90
timing repair buffer,175,24.57
sequential,129,43.64
tap,133,2.371
inverter,15,0.8023
clock buffer,11,2.157
==> through the flow <==
step	worst slack (ns)	hold slack [ns]
finish	1.756	0.4558
global route	1.574	0.5039
CTS	1.762	0.4621
detailed placement	1.373	0.4371
global placement	1.474	0.4315
floorplan	1.762	0.3994
==> logic make-up after synthesis <==
group / synth area share (%)
AND/OR/NAND/NOR: 16.01
flip-flops: 51.30
AND-OR/OR-AND: 9.694
multiplexers: 8.252
buffers and inverters: 3.032
latches: 9.545
XOR/XNOR: 1.914
adder cells (fa/ha/maj): 0.2485
==> per-layer routing <==
layer	GRT usage, %	vias up
li1	-	1934
met1	41.10	1848
met2	37.53	192
met3	6.537	14
met4	2.637	0
met5	0	-
==> final timing paths <==
check	end	depth (start not counted)	slack, ns
hold reg to reg	instr_req_out	2	0.46
setup reg to reg	next_pc[20]	7	2.81
hold / removal	instr_req_out	2	0.46
setup / recovery	next_pc[23]	7	1.76
==> worst min-delay path: cells and delay by family (launching register included) <==
family        cells  cell delay [ns]
flops             1             0.32
simple gates      2             0.09
==> synthesized netlist by cell type, types with 4 or more instances <==
master,n
dlxtn_1,32
nand4b_1,7
nand3b_1,11
nand4_1,15
or4_1,6
buf_2,5
mux2i_1,19
a22oi_1,5
nand3_1,34
edfxtp_1,64
nand2_1,40
a21oi_1,7
nor2_1,16
o22ai_1,4
o21ai_0,8
dfxtp_1,33
and2_1,4
xnor2_1,6
inv_1,15
o211ai_1,5
clkbuf_1,7
xor2_1,5
mux2_2,18
Power figures rest on the tool's default switching activity, not on a simulated workload.
